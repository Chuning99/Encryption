**./config.mk**
```make
export PLATFORM = sky130hd
export DESIGN_NAME = top_level
export DESIGN_NICKNAME = top_level
export VERILOG_FILES = /design/flow/design.v
export SDC_FILE = /design/flow/constraint.sdc
export NUM_CORES = 4
export LEC_CHECK = 1
export CORE_UTILIZATION = 50
```
**./constraint.sdc**
```tcl
current_design top_level

set clk_period 92.3
set clk_io_pct 0.2

create_clock -name clk0 -period $clk_period [get_ports {clk}]

set non_clock_inputs [all_inputs -no_clocks]
set_input_delay [expr $clk_period * $clk_io_pct] -clock clk0 $non_clock_inputs
set_output_delay [expr $clk_period * $clk_io_pct] -clock clk0 [all_outputs]
```
**./design.v**
```verilog
module dat_mem #(parameter W=8, byte_count=256)(
  input                           clk,
                                  write_en,   
  input  [$clog2(byte_count)-1:0] raddr,      
                                  waddr,      
  input  [ W-1:0]                 data_in,
  output [ W-1:0]                 data_out
    );
logic [W-1:0] core[byte_count];	 
   assign     data_out = core[raddr];
   always_ff @(posedge clk)
	   if(write_en) begin
		  core[waddr] <= data_in;
		  end
endmodule	  
module lfsr5 #(parameter W=5)(
  input              clk,
                     en,         
                     init,       
  input       [W-1:0]  taps,     
                     start,      
  output logic[W-1:0]  state);   
  logic[W-1:0] taptrn;         
  always @(posedge clk)
  if(init) begin
    state  <= start;         
    taptrn <= taps;          
  end
  else if(en) begin                
	  state <= {state[W-2:0],^(state&taptrn)};
  end
endmodule
module top_level #(parameter DW=8, AW=8, byte_count=2**AW, lfsr_bitwidth=5)(
  input        clk, 
               init,
  output logic done);
logic         write_en;         
logic[AW-1:0] raddr,            
              waddr;            
logic[DW-1:0] data_in;          
wire [DW-1:0] data_out;         
logic         LFSR_en;          
logic[   lfsr_bitwidth-1:0] taps,             
              start;                          
logic[   DW-1:0] pre_len;                     
logic         taps_en,                        
              start_en,                       
              prelen_en;                      
logic         load_LFSR;                      
wire [   lfsr_bitwidth-1:0] LFSR;             
logic[   DW-1:0] scram;            
logic[   DW-1:0] ct_inc = 'd1;     
dat_mem dm1(.clk, .write_en, .raddr, .waddr,
            .data_in, .data_out);
lfsr5 l5(.clk , 
         .en   (LFSR_en),       
         .init (load_LFSR),     
         .taps  ,               
         .start ,               
         .state(LFSR));         
logic[DW-1:0] ct;                   
always @(posedge clk)
  if(init)
    ct <= 0;
  else 
  ct <= ct + ct_inc;      
always_comb begin
  write_en  = 'b0;          
  LFSR_en   = 'b0;          
  prelen_en = 'b0;          
  taps_en   = 'b0;          
  start_en  = 'b0;          
  load_LFSR = 'b0;          
  ct_inc    = 'b1;
  data_in   ='b0;
  raddr  = 'b0;
  waddr  = 'b0;
  case(ct)
    0,1: begin 
           raddr      = 'd3;    
           waddr      = 'd128;   
         end        
    2: begin
	        prelen_en    = 'b1;
			  raddr        = 'd0;
			  end
	 3: begin
	    taps_en = 'b1;
		 raddr   = 'd1;
		 end
	  4: begin
	    start_en = 'b1;
		 raddr = 'd2;
		 end
	  5: begin 
	     load_LFSR = 'b1;
		end
	default : begin 
if(ct<(6+pre_len) && ct>=6) begin
      data_in = LFSR ^ 8'b01111110;
		waddr = ct+(128-6);
		write_en = 'b1;
		LFSR_en = 'b1;
	end
 else if(ct<= 80 && ct>=(6+pre_len)) begin
       data_in = LFSR ^ data_out;
		 write_en = 'b1;
		 LFSR_en = 'b1;
		 raddr = ct - (6+pre_len)+4;
		 waddr = ct - (6+pre_len) + pre_len + 128;
	end
 end
endcase 
end
always @(posedge clk)
	    if(taps_en)
		   taps <=data_out;  
		 else if(start_en)
		   start <= data_out;    
		 else if(prelen_en) begin  
		        pre_len <= data_out;
		 end		  
assign done = (ct == 80+pre_len);
endmodule
```
**./run.sh**
```bash
#!/bin/bash
# OpenROAD 26Q1-2900-gdf79404cd8, Yosys 0.63+post, stock flow scripts
make -C /OpenROAD-flow-scripts/flow DESIGN_CONFIG=/design/flow/config.mk WORK_HOME=/design/flow/orfs finish
```
==> PnR_summary.wiki <==
== Implementation results ==
{| class="wikitable"
! Metric !! Value
|-
| Chip area from the yosys synthesis statistics || 85890 um2
|-
| Number of endpoints failing setup at the final stage || 0
|-
| Most common cell after layout, fill and taps aside || sky130_fd_sc_hd__edfxtp_1
|-
| Count of final hold-check violations || 0
|-
| Crit path required time || 73840 ps
|-
| Setup slack, reg-to-reg || 81920 ps
|-
| Total vias in the final route || 54340
|-
| Effective utilization at floorplan || 50.51%
|-
| Largest delay share family, worst path || buffers and inverters
|-
| Post-Synth AOI/OAI Area || 9.340%
|-
| Unique cell type count in the Yosys netlist || 95
|-
| OpenROAD warning count || 51
|-
| Class of the tightest hold or removal check || flip-flop to flip-flop
|-
| CP arrival || 3100 ps
|-
| Wire length after detailed routing || 273300 um
|-
| Syn_area_per_cell || 13.83 um2
|-
| Status || complete, no violations
|-
| Startpoint Class || flip-flop
|-
| Placement Cell Area || 88740 um2
|-
| Buffer-and-inverter tally for the worst setup path || 2
|-
| Accumulated negative setup slack || 0 ps
|-
| Minimum clock period || 21560 ps
|-
| Worst Setup Slack post-DPL || 71600 ps
|-
| Count of standard-cell rows || 151
|-
| Maximum number of pins on one net before global-route repair || 155
|-
| Basic Gates by Area || 10.86%
|-
| Dominant logic cell types in the final layout || sky130_fd_sc_hd__edfxtp_1 (2076), sky130_fd_sc_hd__nand2_1 (1135), sky130_fd_sc_hd__nand3_1 (322), sky130_fd_sc_hd__nor2_1 (312), sky130_fd_sc_hd__mux2i_1 (282)
|-
| Cell count after placement || 8228
|-
| Power density normalized to cell area || 22.58 nW/um2
|-
| Clock-pin slew on the worst setup and hold paths || 60 ps
|-
| TritonCTS clock tree || built
|-
| Cells along the critical path || inv_1 -> ha_1 -> nand4b_1 -> nor3_1 -> clkdlybuf4s50_1
|-
| Clock tree root driver cell || sky130_fd_sc_hd__clkbuf_16
|-
| Setup CP Type || flip-flop to output pin
|-
| Hold bufs inserted after CTS || 0
|-
| Biggest cell delay along the critical path || 550 ps
|-
| Parity-gate share of the synthesized area counting xor and xnor cells || 0.4603%
|-
| Area Growth Syn to Fin || 10.67%
|-
| Total overflow reported by the global router || 0
|-
| Max Clock Skew || 44.70 ps
|-
| Critical Path End Type || output pin
|-
| Setup repair after global routing missed its margin || no
|-
| Chip area || 173400 um2
|-
| Yosys cell count || 6211
|-
| Worst VDD drop || 16.95 uV
|-
| Count of state elements after synthesis || 2084
|-
| Worst slew margin relative to its limit || 26.82%
|-
| Initial antenna violation count || 11
|-
| Initial detailed-routing violation count || 4088
|-
| Busiest grt layer || met2
|-
| Final period utilization || 23.35%
|-
| Share of final-layout standard cells stronger than drive strength 1 || 9.028%
|-
| CP Max Fanout || 8
|-
| Iteration count of the initial detailed-routing pass || 6
|-
| # port buffers || 2
|-
| Global placer's final weighted congestion || 0.9667
|-
| Proportion of register bits with asynchronous set or reset after synthesis || 0%
|-
| Clock sink count || 2084
|-
| Avg Vias per Cell || 6.308
|-
| Total GRT Usage || 35.29%
|-
| Average wire length per cell after detail routing || 31.73 um
|-
| Hold Slack || 419.3 ps
|-
| Vias in the first global route || 54770
|-
| DRC Markers || 0
|-
| Clock latency of the later-clocked register in the worst-skew pair || 870 ps
|-
| Final worst slack || 70740 ps
|-
| Count of boundary I/O pins || 3
|-
| Worst Max-Slew Pin Slew || 1086 ps
|-
| Top logic family || simple AND/OR/NAND/NOR gates
|-
| Number of antenna-violating nets in the routed design || 0
|-
| Met2 demand-to-capacity share in global routing || 46.74%
|-
| Clk buf depth || 3
|-
| Area leader share || 72.58%
|-
| Wire length of the first global-routing pass || 390000 um
|-
| YS warnings || 3
|-
| Crit-path slowest cell || sky130_fd_sc_hd__dfxtp_1
|-
| Met3 demand-to-capacity share in global routing || 28.96%
|-
| Highest Clock Rate || 0.04639 GHz
|-
| Maxcap violations || 0
|-
| Final Max-Slew Violation Tally || 0
|-
| Synth Area in Adders || 0.4691%
|-
| Buffer count from post-CTS setup fixing || 0
|-
| Syn Inst Count || 6211
|-
| Met1 Usage GRT || 45.90%
|-
| Die X || 416.5 um
|-
| Finished Layout Cells || 8614
|-
| Count of library flops with an enable pin || 2076
|-
| Top cells by area || sky130_fd_sc_hd__edfxtp_1 (73%), sky130_fd_sc_hd__nand2_1 (5.0%), sky130_fd_sc_hd__mux2i_1 (3.3%), sky130_fd_sc_hd__a211oi_1 (2.4%), sky130_fd_sc_hd__nand3_1 (1.9%)
|-
| Vert. Die Dim || 416.5 um
|-
| Syn Std Cell Area || 85890 um2
|-
| Synth Flop Type || sky130_fd_sc_hd__edfxtp_1
|-
| Cell area after layout || 95060 um2
|-
| Number of buffers created by CTS || 209
|-
| Core footprint || 170000 um2
|-
| Maximum level of the CTS H-tree || 4
|-
| Cell leakage power || 0.03309 uW
|-
| Dominant cell type by area after synthesis || sky130_fd_sc_hd__edfxtp_1
|-
| Sequential cell area fraction in the yosys report || 72.77%
|-
| Mux cell area share after synthesis || 3.508%
|-
| Total half-perimeter wirelength after legalization and detailed placement || 161500 um
|-
| Gates resized, CTS repair || 0
|}
-- power by group --
part           switching, uW  internal [uW]
logic                    229           94.1
clock network            353            438
registers               1.06           1030
total                    583           1560
-- worst reg2reg max path: stages, from the launching register on --
cell and delay [ps]:
sky130_fd_sc_hd__edfxtp_1 430, sky130_fd_sc_hd__inv_1 110, sky130_fd_sc_hd__ha_1 240, sky130_fd_sc_hd__nand3b_1 210, sky130_fd_sc_hd__nor2_1 160, sky130_fd_sc_hd__xnor2_1 80
sky130_fd_sc_hd__ha_1 370, sky130_fd_sc_hd__and3_1 230, sky130_fd_sc_hd__nand4_1 140, sky130_fd_sc_hd__nor2_1 440, sky130_fd_sc_hd__o31ai_4 160, sky130_fd_sc_hd__nand2_8 480
sky130_fd_sc_hd__buf_4 670, sky130_fd_sc_hd__buf_4 750, sky130_fd_sc_hd__buf_4 660, sky130_fd_sc_hd__buf_4 540, sky130_fd_sc_hd__nand3_1 190, sky130_fd_sc_hd__a31oi_1 420
sky130_fd_sc_hd__o21ai_0 240, sky130_fd_sc_hd__o21ai_0 750, sky130_fd_sc_hd__nor4b_1 760, sky130_fd_sc_hd__a21oi_1 170, sky130_fd_sc_hd__o21ai_4 760, sky130_fd_sc_hd__buf_4 610
sky130_fd_sc_hd__buf_4 540
-- state kept, by name, indices dropped and copies added, names as in the netlist --
name / flops
dm1.core: 2048
taps: 5
l5.taptrn: 5
ct: 8
start: 5
pre_len: 8
l5.state: 5
-- logic make-up (layout without fill, tap and decap cells) --
| kind of cell | count (synthesis) | in the layout |
|---|---|---|
| fa+ha+maj | 31 | 31 |
| simple gates | 2128 | 2128 |
| xor+xnor | 42 | 42 |
| buf+inv | 458 | 638 |
| mux | 298 | 298 |
| other cells | 0 | 5 |
| compound gates | 1170 | 1170 |
| flops | 2084 | 2084 |
-- per-stage QoR --
step	total power [uW]	utilization (%)
CTS	2150	55.90
floorplan	1261	-
global placement	1366	52.19
global route	2213	55.90
finish	2146	55.91
detailed placement	1368	52.19
-- cell type report --
cell class	count	area [um2]
repair buffers	235	1969
well taps	2218	2775
inverters	22	82.58
multi-input cells	3669	21410
diodes	5	12.51
fillers	13130	74980
clock buffers	272	5488
flip-flops and latches	2084	62500
clock inverters	109	824.5
-- cell usage after synthesis, drive strengths merged (22+ instances only) --
cell type	count
nand2	1146
a22oi	69
buf	291
nor4	22
nor3	44
and3	201
xnor2	28
o31a	32
ha	29
inv	22
o21ai	75
a211oi	278
a21oi	271
o22ai	66
a31oi	130
mux2i	283
edfxtp	2076
clkbuf	145
a311oi	36
nor2	320
a211o	27
nand3	326
-- routing by layer --
metal / vias to the layer above / routed length [um]
li1: 23790 / -
met1: 26550 / 90320
met2: 3406 / 118100
met3: 564 / 53150
met4: 26 / 10940
met5: - / 743
-- path summary, 6_finish.rpt --
kind              start                to  depth (start not counted)
max               ct[0]              done                          5
min             taps[3]      l5.taptrn[3]                          0
max reg2reg  pre_len[1]  dm1.core[118][3]                         24
min reg2reg     taps[3]      l5.taptrn[3]                          0
Power and IR drop assume default switching activity.
